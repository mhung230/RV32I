<file path="/design/flow/config.mk">
export PLATFORM = sky130hd
export DESIGN_NAME = ALU_RiscV32
export DESIGN_NICKNAME = ALU_RiscV32
export VERILOG_FILES = /design/flow/design.v
export SDC_FILE = /design/flow/constraint.sdc
export NUM_CORES = 4
export LEC_CHECK = 1
export CORE_UTILIZATION = 30
</file>
<file path="/design/flow/constraint.sdc">
current_design ALU_RiscV32

set clk_period 27.8
set clk_io_pct 0.2

create_clock -name clk0 -period $clk_period

set non_clock_inputs [all_inputs -no_clocks]
set_input_delay [expr $clk_period * $clk_io_pct] -clock clk0 $non_clock_inputs
set_output_delay [expr $clk_period * $clk_io_pct] -clock clk0 [all_outputs]
</file>
<file path="/design/flow/design.v">
module ALU_RiscV32 #(
  parameter ALU_LENGTH_WIDTH     = 32,
  parameter ALU_SEL_LENGTH_WIDTH = 4
)(
  input logic  [ALU_LENGTH_WIDTH-1:0]     i_alu1, i_alu2,
  input logic  [ALU_SEL_LENGTH_WIDTH-1:0] i_alu_sel,
  output logic [ALU_LENGTH_WIDTH-1:0]     o_alu
);
  always @(i_alu1, i_alu2) begin
    case(i_alu_sel)
      4'b0000: o_alu <= i_alu1 + i_alu2;
      4'b0001: o_alu <= i_alu1 - i_alu2;
      4'b0010: o_alu <= i_alu1 << i_alu2;
      4'b0011: begin
        if(i_alu1[31] != i_alu2[31]) begin
          if (i_alu1[31] > i_alu2[31]) o_alu <= 1;
          else o_alu <= 0;
        end else begin
          if(i_alu1 < i_alu2) o_alu <= 1;
          else o_alu <= 0;
        end
      end
      4'b0100: o_alu <= i_alu1 < i_alu2;
      4'b0101: o_alu <= i_alu1 ^ i_alu2;
      4'b0110: o_alu <= i_alu1 >> i_alu2;
      4'b0111: o_alu <= i_alu1 >>> i_alu2;
      4'b1000: o_alu <= i_alu1 | i_alu2;
      4'b1001: o_alu <= i_alu1 & i_alu2;
      default: o_alu <= i_alu2;
    endcase
  end
endmodule
</file>
<file path="/design/flow/run.sh">
#!/bin/bash
# OpenROAD 26Q1-2900-gdf79404cd8, Yosys 0.63+post, stock flow scripts
make -C /OpenROAD-flow-scripts/flow DESIGN_CONFIG=/design/flow/config.mk WORK_HOME=/design/flow/orfs finish
</file>
==> metrics.json <==
{
  "min_period_ps": 16000,
  "area.growth.synth_to_final_pct": 13.2,
  "total_of_clock_buffers_placed_in_the_layout": 0,
  "run_status": "finished, final reports clean",
  "openroad_warning_count": 98,
  "chip_area_um2": 31500,
  "floorplan.rows": 63,
  "gpl.final_weighted_congestion": 1.14,
  "timing.final.hold_violations": 0,
  "hold_path.class": "in2out",
  "regArea_um2": 0,
  "yosys.stat.seqShare_pct": 0,
  "detailed_place_hpwl_um": 37300,
  "drv_cap": 0,
  "number_of_vias_per_cell": 6.46,
  "worstSetupEndpointType": "primary output",
  "grt_antenna_before_repair": 3,
  "finalMaxSlewViolations": 0,
  "finalNonFillerCells": 1757,
  "die_width_um": 177,
  "final_sequential_cell_count": 0,
  "drt.antenna.violating_nets": 0,
  "ys.warnings.count": 1,
  "static_leakage_nw": 4.13,
  "yosysChipArea_um2": 9240,
  "ys_cells": 1344,
  "critical_path.startpoint_type": "input port",
  "post-place-cells": 1757,
  "critPathRequiredTime_ps": 22240,
  "fin_hold_ws_ps": 12190,
  "synthAoiAreaFrac_pct": 35.3,
  "antennaDiodeCount": 0,
  "cts_repair_resize_count": 0,
  "detailedRoute.firstIterationViolations": 1201,
  "design_area_um2": 10500,
  "drt-wirelength-per-cell_um": 27.2,
  "first_pass_iters": 6,
  "crit_path_max_fanout": 22,
  "numPortBuffers": 100,
  "globalRoute.totalOverflow": 0,
  "vdd_ir_drop_max_v": 0.0000170,
  "drc": 0,
  "logic_family": "AND-OR/OR-AND gates",
  "synth.cellmix.simpleShare_pct": 22.5,
  "critical_path_class": "in2out",
  "synthesis.area_um2": 9240,
  "drive_gt1_share_pct": 9.88,
  "placeableCoreArea_um2": 30000,
  "yosys.cell_types.count": 90,
  "rsz0062_at_grt": "false",
  "final_core_util_pct": 34.9,
  "worst_pin_slew_ps": 845,
  "final.setup.tns_ps": 0,
  "global_route.usage.total_pct": 30.6,
  "max_freq_mhz": 62.5,
  "synth.avg_cell_area_um2": 6.87,
  "grt_pass1_vias": 10700,
  "arrival_ps": 10440,
  "hold_buffers": 0,
  "hold_depth": 3,
  "synthXorXnorAreaFrac_pct": 1.80,
  "pin_count_of_the_biggest_net_entering_global_routing": 56,
  "detail_route.wirelength_um": 47700,
  "fp_util_pct": 30.8,
  "number_of_setup_buffers_added_after_cts": 0,
  "via_count": 11400,
  "num_io_pins": 100,
  "grt_first_pass_wirelength_um": 70600,
  "power_density_nw_per_um2": 19.3,
  "period_used_pct": 57.5,
  "synthAdderAreaFrac_pct": 13.7,
  "dpl-instance-area_um2": 10500,
  "floorplan.die.height_um": 177,
  "synthMuxAreaShare_pct": 17.1,
  "synth_cells": 1344,
  "timing.max_slew.rel_slack_pct": 43.2,
  "setup_viol": 0
}
## kinds of logic after synthesis
| kind of cell | count (synthesis) |
|---|---|
| simple gates | 442 |
| xor+xnor | 19 |
| compound gates | 471 |
| fa+ha+maj | 100 |
| mux | 104 |
| buf+inv | 208 |
## synthesized netlist by cell type (7+ instances only)
cell type  count  area share (%)
inv_1         97             3.9
mux2i_1       50             5.4
or3_1         15             1.0
ha_1          98              13
o2111ai_1      7            0.66
and3_1        12            0.81
a22oi_1       15             1.2
buf_2         30             1.6
o21bai_1       7            0.57
clkbuf_1      54             2.2
o211ai_1      25             2.0
a221oi_1      11             1.0
nor2b_1        7            0.47
mux4_2        42              10
nand2_1      106             4.3
a21oi_1      130             7.0
nor4_1        20             1.4
o21a_1        10            0.81
o31ai_1       10            0.81
nor2_1       154             6.3
nand3_1       23             1.2
a21o_1        20             1.6
a31oi_1       24             1.6
buf_4         12            0.98
nand2b_1      12            0.81
xnor2_1       16             1.5
a211oi_1      21             1.7
nand4_1       10            0.68
nor3_1        53             2.9
o22ai_1       10            0.68
mux2_2        12             1.5
o21ai_0       88             4.8
buf_1          8            0.33
## per-layer routing
layer	vias to the layer above	track usage (%)	share of wire, %
met3	121	4.19	8.3
met4	2	12.5	5.0
met2	666	48.7	45
met5	-	0	0.027
met1	5482	41.9	42
li1	5088	-	-
## worst max-delay path, stage by stage
cell and delay (ps):
clkdlybuf4s50_1 450, buf_4 290, clkinv_1 470, ha_1 750, nor2b_1 130, nor4_1 370
a211oi_2 200, nand2b_4 230, a2111oi_4 560, o31ai_2 200, a41oi_2 220, mux2i_1 120
a32oi_1 340, clkdlybuf4s50_1 520
## layout make-up
type / count / area, µm²
fill: 3284 / 19500
inverter: 101 / 379
multi-input combinational: 1136 / 8380
tap: 390 / 488
timing repair buffer: 130 / 1210
## where the power goes
part           internal [mW]  total, mW  switching (mW)
clock                      0          0               0
combinational         0.0801      0.202           0.122
sequential                 0          0               0
total                 0.0801      0.202           0.122
## worst paths after layout
path / slack, ps / end / from
worst min-delay path: 12190 / o_alu[23] / i_alu2[23]
worst max-delay path: 11800 / o_alu[31] / i_alu2[4]
## per-stage QoR
step / worst slack, ps / power (mW)
detailed placement: 11940 / 0.196
floorplan: 13700 / 0.125
global placement: 11840 / 0.198
finish: 11800 / 0.202
global route: 11580 / 0.216
CTS: 11910 / 0.198
## cell usage in the layout, fill, tap and decap left out, types with 7 or more instances in the layout
cell type        synthesis  routed
o21ai_0                 88      88
nor2_1                 154     154
nor4_1                  20      18
nand2_1                106     106
a31oi_1                 24      24
xnor2_1                 16      16
o21bai_1                 7       7
nand4_1                 10      10
o31ai_1                 10      10
o2111ai_1                7       7
a21oi_1                130     130
clkdlybuf4s50_1          0      96
and3_1                  12      12
or3_1                   15      15
nor3_1                  53      52
a211oi_1                21      21
o22ai_1                 10      10
a21o_1                  20      20
a221oi_1                11      11
mux2i_1                 50      50
a22oi_1                 15      15
o211ai_1                25      25
nand3_1                 23      23
o21a_1                  10      10
buf_4                   12      32
mux4_2                  42      42
nand2b_1                12      12
ha_1                    98      98
mux2_2                  12      12
inv_1                   97      97
No activity file was given, so power comes from the tool's default toggle rates.
