$ cat flow/config.mk
export PLATFORM = sky130hd
export DESIGN_NAME = Plus4
export DESIGN_NICKNAME = Plus4
export VERILOG_FILES = /design/flow/design.v
export SDC_FILE = /design/flow/constraint.sdc
export NUM_CORES = 4
export LEC_CHECK = 1
export CORE_AREA = 10 10 70 70
export DIE_AREA = 0 0 80 80
$ cat flow/constraint.sdc
current_design Plus4

set clk_period 5.5
set clk_io_pct 0.2

create_clock -name clk0 -period $clk_period

set non_clock_inputs [all_inputs -no_clocks]
set_input_delay [expr $clk_period * $clk_io_pct] -clock clk0 $non_clock_inputs
set_output_delay [expr $clk_period * $clk_io_pct] -clock clk0 [all_outputs]
$ cat flow/design.v
module Plus4 #(
  parameter INS_WIDTH_LENGTH = 32
)(
  input  logic [INS_WIDTH_LENGTH-1:0] i_data,
  output logic [INS_WIDTH_LENGTH-1:0] o_data
);
  initial o_data = 0;
  always @(i_data) begin
    o_data = i_data + 4;
  end
endmodule
$ cat flow/run.sh
#!/bin/bash
# OpenROAD 26Q1-2900-gdf79404cd8, Yosys 0.63+post, stock flow scripts
make -C /OpenROAD-flow-scripts/flow DESIGN_CONFIG=/design/flow/config.mk WORK_HOME=/design/flow/orfs finish
==> flow_metrics.tcl <==
# implementation run metrics
set metrics [dict create \
    setup_ws_ns 1.08 \
    globalRouteOverflowTotal 0 \
    dpl_cell_area_um2 1220 \
    ys_cells 83 \
    critPathRequiredTime_ns 4.40 \
    rsz0062_at_grt "no" \
    gp_congestion 0.734 \
    rows 21 \
    die_width_um 80 \
    clockBufferCount 0 \
    post_cts_buffers 0 \
    relSlewSlack_pct 66.5 \
    antenna_cells 0 \
    ys_seq_share_pct 0 \
    grt_max_degree 9 \
    yosys-stat-area_um2 581 \
    ctsResizeCount 0 \
    coreArea_um2 3420 \
    ios 64 \
    ys_types 18 \
    outcome "complete, no violations" \
    fp-utilization_pct 17.0 \
    ant_nets 0 \
    vdd_drop_max_mv 0.0291 \
    hp-class "in2out" \
    fillers 348 \
    ys_warn_count 1 \
    combGateArea_um2 558 \
    chipHeight_um 80 \
    wirelength_mm 2.27 \
    drc_errors 0 \
    routedWlPerCell_um 12.1 \
    synth_area_um2 581 \
    holdBufCountCts 0 \
    hold_viol 0 \
    placedCellCount 187 \
    stdcell_count 187 \
    syn_avg_cell_area_um2 6.99 \
    start_kind "input port" \
    path_class "in2out" \
    grt_pass1_vias 822 \
    dieArea_um2 6400 \
    fin_crit_sh_pct 80.4 \
    dr.pass1.iters 5 \
    areaGrowthSynthToFinish_pct 111 \
    cp.arrival_ns 3.32 \
    cap_violations 0 \
    port_buffers 60 \
    grt_pass1_wl_mm 3.84 \
    post-place-ws_ns 1.03 \
    synthCells 83 \
    drive_gt1_share_pct 4.96 \
    regArea_um2 0 \
    drt_iter0_drc 36 \
    track_usage_pct 7.11 \
    hpwl_mm 2.03 \
    vias_per_cell 4.14 \
    setup_viol 0 \
    routed-via-count 775 \
    tool_warnings 32 \
    setup_tns_ns 0 \
    fmax_mhz 226 \
    fin_util_pct 35.8 \
    critPathMaxFanout 8 \
    p_per_area_nw_per_um2 56.9 \
    cp-end-kind "output pin" \
    slew_violations 0 \
    min_period_ns 4.42 \
    worstMarginPinSlew_ns 0.498 \
    leakagePower_uw 0.000423 \
    final_cell_area_um2 1220 \
    seq_cells 0 \
    antenna_found_initial 0 \
]
## cells by family after synthesis
logic type / after synthesis / synth area share [%]
fa+ha+maj: 1 / 2.15
buf+inv: 4 / 3.88
simple gates: 50 / 51.7
xor+xnor: 28 / 42.2
## worst max-delay path, cell delays in order
cell and delay [ns]:
clkdlybuf4s50_1 0.53, ha_1 0.20, nand3_1 0.22, nor4_4 0.44
nand4_1 0.18, xnor2_1 0.16, clkdlybuf4s50_1 0.48
## placed cells by master, fill, tap and decap left out
cell and count:
and2_1 1, and3_1 2, and4_1 1, and4_2 1, clkdlybuf4s50_1 60, ha_1 1
inv_1 2, nand2_1 10, nand3_1 10, nand3_2 1, nand4_1 9, nand4_2 1
nor2_1 7, nor3_1 3, nor4_4 2, or2_2 2, xnor2_1 21, xor2_1 7
## cells in the mapped netlist (all sizes together)
cell type   n  area, µm²
and2        1       6.26
and3        2       12.5
and4        2       18.8
buf         2       15.0
ha          1       12.5
inv         2       7.51
nand2      10       37.5
nand3      11       60.1
nand4      10       68.8
nor2        7       26.3
nor3        3       15.0
nor4        2       42.5
or2         2       12.5
xnor2      21        184
xor2        7       61.3
## stage by stage
step           hold WS (ns)  total power (µW)
2_1_floorplan          2.21              13.5
3_3_place_gp           2.20              70.2
3_5_place_dp           2.20              70.5
4_1_cts                2.20              71.1
5_1_grt                2.20              76.4
6_report               2.20              69.6
## power breakdown
part	switching (µW)	internal [µW]
logic	21.3	48.3
clock network	0	0
registers	0	0
total	21.3	48.3
## worst paths after layout
path / startpoint / depth (start not counted) / endpoint
min: i_data[0] / 0 / o_data[0]
max: i_data[2] / 7 / o_data[28]
## layer usage
| metal | up-vias | global-route usage (%) | share of wire, % |
|---|---|---|---|
| met1 | 333 | 8.57 | 38 |
| met5 | - | 0 | 0 |
| met2 | 30 | 12.0 | 48 |
| li1 | 412 | - | - |
| met4 | 0 | 0 | 0 |
| met3 | 0 | 3.30 | 14 |
## final cells by class
cell class	instances	area share, %
well taps	46	4.70
inverters	2	0.613
multi-input cells	79	45.6
repair buffers	60	49.1
Power and IR drop assume default switching activity.
