## flow/config.mk

```make
export PLATFORM = sky130hd
export DESIGN_NAME = RegisterFile
export DESIGN_NICKNAME = RegisterFile
export VERILOG_FILES = /design/flow/design.v
export SDC_FILE = /design/flow/constraint.sdc
export NUM_CORES = 4
export LEC_CHECK = 1
export CORE_UTILIZATION = 30
```

## flow/constraint.sdc

```tcl
current_design RegisterFile

set clk_period 5.1
set clk_io_pct 0.2

create_clock -name clk0 -period $clk_period [get_ports {clk}]

set non_clock_inputs [all_inputs -no_clocks]
set_input_delay [expr $clk_period * $clk_io_pct] -clock clk0 $non_clock_inputs
set_output_delay [expr $clk_period * $clk_io_pct] -clock clk0 [all_outputs]
```

## flow/design.v

```verilog
module RegisterFile #(
  parameter REGISTER_WIDTH_LENGTH = 32,
  parameter ADDRESS_WIDTH_LENGTH  = 5
)(
  input  logic [ADDRESS_WIDTH_LENGTH-1:0]  Read1, Read2, WriteReg,
  input  logic [REGISTER_WIDTH_LENGTH-1:0] WriteData,
  input  logic                             RegWrite,
  input  logic                             clk,
  output logic [REGISTER_WIDTH_LENGTH-1:0] Data1, Data2
);
  logic [REGISTER_WIDTH_LENGTH-1:0] RF [0:REGISTER_WIDTH_LENGTH-1];
  integer i;
  initial begin
    Data1 = 0;
    Data2 = 0;
    for (i = 1; i < REGISTER_WIDTH_LENGTH; i++) RF[i] = 0;
  end
  always @(posedge clk) begin
    Data1 <= RF[Read1];
    Data2 <= RF[Read2];
    if (RegWrite) RF[WriteReg] <= WriteData;
  end
endmodule
```

## flow/run.sh

```bash
#!/bin/bash
# OpenROAD 26Q1-2900-gdf79404cd8, Yosys 0.63+post, stock flow scripts
make -C /OpenROAD-flow-scripts/flow DESIGN_CONFIG=/design/flow/config.mk WORK_HOME=/design/flow/orfs finish
```

==> impl_metrics.json <==
{
  "cts_tree": "done",
  "required_ns": 5.49,
  "common_cells": "1,024 x edfxtp_1, 1,024 x mux2i_1, 195 x nand2_1, 194 x nand3_1",
  "via_count": 31350,
  "maxCapViolCount": 0,
  "setup_viol": 0,
  "htree_num_levels": 3,
  "cts.hold.buffers_added": 0,
  "power_density_mw_per_mm2": 346.4,
  "ys_sh_mux": 0.2047,
  "critPathCaptureType": "flop",
  "place_ws_ns": 1.376,
  "grt_pass1_wl_um": 225100,
  "tns_ns": 0,
  "row_count": 149,
  "drive_above_1_share": 0.09793,
  "routedWlPerCell_um": 27.02,
  "cts_resized": 0,
  "ys_ff": 1088,
  "grt_max_degree": 100,
  "final_util": 0.3499,
  "period_minus_slack_ns": 3.033,
  "place_hpwl_um": 89810,
  "max_freq_mhz": 329.7,
  "clk_latency_ns": 0.70,
  "worstMarginPinSlew_ns": 0.9859,
  "power.switching_mw": 4.583,
  "leakage_nw": 20.98,
  "cts_buffer_depth": 3,
  "die_w_um": 410.5,
  "grt_overflow": 0,
  "aoi_share": 0.07836,
  "clkTransAtPathRegs_ns": 0.06,
  "ys_warn_count": 1,
  "p_sw_frac": 0.2286,
  "fp-utilization": 0.3028,
  "drt-initial-drc-count": 2100,
  "seq_power_share": 0.502,
  "synth_area_mm2": 0.05007,
  "report.final.slew_viol_count": 0,
  "synth_seq_share": 0.6397,
  "synth_cell_types": 24,
  "internal-power_mw": 15.46,
  "cts_inserted_buffers": 114,
  "globalRouteTotalUtil": 0.1952,
  "ys_sh_simple": 0.04593,
  "first_global_vias": 32600,
  "postSynth.asyncResetShare": 0,
  "relSlewSlack": 0.3411,
  "drc": 0,
  "power_frac_clock": 0.414,
  "adder_share": 0,
  "chip_area_mm2": 0.1685,
  "finalCritPeriodShare": 0.5948,
  "avgSynthCellArea_um2": 14.51,
  "antenna_found_initial": 10,
  "place.gp.congestion": 0.8627,
  "synth-main-ff-cell": "edfxtp_1",
  "first_pass_iters": 26,
  "warning_count": 26,
  "synth-xor-area-share": 0,
  "outcome": "completed",
  "wirelength_um": 158200,
  "cts.sinks": 1088,
  "post_cts_buffers": 0,
  "vdd_ir_drop_max_mv": 0.3288,
  "synth_chip_area_mm2": 0.05007,
  "worstPathArrival_ns": 3.42,
  "postSynthCellCount": 3450,
  "logic_family": "multiplexers",
  "clock_skew_ns": 0.01866,
  "cp_max_fo": 18,
  "edf_count": 1024,
  "via_per_inst": 5.354,
  "top_area_cell": "edfxtp_1",
  "rsz0062_at_grt": "no",
  "portBuffers": 112,
  "finalHoldViolations": 0,
  "postRouteAntennaNets": 0,
  "fp.dieH_um": 410.5,
  "hold_class": "flop to flop",
  "pin_count": 113,
  "ys_cells": 3450,
  "cts-root-buf": "clkbuf_16",
  "cp-start-kind": "input port",
  "area_leaders": "edfxtp_1 61%, mux2i_1 20%, a22oi_1 2.9%",
  "critPathKind": "input port to flop",
  "area_growth_pct": 15.57,
  "postLayoutSetupSlackWorst_ns": 2.067,
  "pwr-share-comb": 0.085,
  "top_area_frac": 0.6141,
  "coreArea_mm2": 0.1654
}
-- placed cells by master (no fill, tap or decap), drive strengths merged --
cell type and count:
clkbuf 157, mux2i 1024, bufinv 10, nand3 194, a31oi 64, or3b 3
clkdlybuf4s50 110, nor2 35, nand3b 5, clkinvlp 3, nand2 195, a22o 128
clkinv 39, and2 2, buf 147, or2 2, nor3 64, dfxtp 64
or3 1, nand2b 4, diode 1, inv 3, nor2b 4, a22oi 192
a21oi 192, edfxtp 1024
-- power groups by stage --
stage / sequential (mW) / clock (mW) / combinational, mW
4_1_cts: 10.1 / 8.41 / 1.70
5_1_grt: 10.1 / 8.77 / 1.80
6_report: 10.1 / 8.29 / 1.70
-- per-stage QoR --
stage	instances	instance area, um2	power (mW)	hold slack [ns]
floorplan	3450	50070	11.13	0.5788
detailed placement	5643	54140	11.94	0.6118
global placement	5643	54140	11.94	0.5999
finish	5856	57870	20.04	0.6222
global route	5855	57870	20.64	0.6648
CTS	5855	57870	20.17	0.6304
-- kinds of logic (layout without fill, tap and decap cells) --
family	count (synthesis)	count (layout)
other cells	0	1
buf+inv	253	469
compound gates	576	576
flops	1088	1088
simple gates	509	509
mux	1024	1024
-- critical path: stages --
cell	delay, ns
clkdlybuf4s50_1	0.63
or3b_2	0.61
nor2_4	0.81
buf_12	0.31
-- flip-flops by register name, summed over array words and instances (netlist names) --
signal,flops
Data1,32
RF,1024
Data2,32
-- final cells by class --
class | instances | area [um2]
Tap cell | 2189 | 2739
Sequential cell | 1088 | 32030
Antenna cell | 1 | 2.502
Clock inverter | 55 | 521.8
Clock buffer | 157 | 3201
Timing Repair Buffer | 257 | 2595
Fill cell | 15450 | 107500
Multi-Input combinational cell | 2109 | 16780
-- metal layers --
metal,share of wire,up-vias,global-route usage,routed length (um)
met5,0.00078,-,0.001979,123
met4,0.031,20,0.05179,4858
met3,0.14,275,0.1198,22730
met2,0.45,1731,0.2897,71820
met1,0.37,15470,0.2441,58720
li1,-,13860,-,-
-- path summary, 6_finish.rpt --
kind	startpoint	endpoint	slack (ns)	depth (start not counted)
max	WriteReg[4]	RF[17][29]	2.07	4
min	RF[16][19]	Data1[19]	0.62	4
max reg2reg	RF[6][4]	Data2[4]	3.61	5
min reg2reg	RF[16][19]	Data1[19]	0.62	4
No activity file was given, so power comes from the tool's default toggle rates.
